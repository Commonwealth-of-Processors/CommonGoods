[design/flow/config.mk]
export PLATFORM = sky130hd
export DESIGN_NAME = cg_tlb_fullyassociative
export DESIGN_NICKNAME = cg_tlb_fullyassociative
export VERILOG_FILES = /design/flow/design.v
export SDC_FILE = /design/flow/constraint.sdc
export NUM_CORES = 4
export LEC_CHECK = 1
export CORE_UTILIZATION = 40
[design/flow/constraint.sdc]
current_design cg_tlb_fullyassociative

set clk_period 35.5
set clk_io_pct 0.2

create_clock -name clk0 -period $clk_period [get_ports {i_clk}]

set non_clock_inputs [all_inputs -no_clocks]
set_input_delay [expr $clk_period * $clk_io_pct] -clock clk0 $non_clock_inputs
set_output_delay [expr $clk_period * $clk_io_pct] -clock clk0 [all_outputs]
[design/flow/design.v]
interface cg_axi5lite_interface #(
  parameter DATA_WIDTH  = 32,
  parameter ADDR_WIDTH  = 32
);
  logic ACLK;
  logic ARESETn;
  logic AWVALID;
  logic AWREADY;
  logic [ADDR_WIDTH-1:0]  AWADDR;
  logic [2:0]             AWPROT;
  logic WVALID;
  logic WREADY;
  logic [DATA_WIDTH-1:0]      WDATA;
  logic [(DATA_WIDTH/8)-1:0]  WSTRB;
  logic BVALID;
  logic BREADY;
  logic ARVALID;
  logic ARREADY;
  logic [ADDR_WIDTH-1:0]  ARADDR;
  logic [2:0]             ARPROT;
  logic RVALID;
  logic RREADY;
  logic [DATA_WIDTH-1:0]  RDATA;
  modport master (
    input  ACLK,
    input  ARESETn,
    output AWVALID,
    input  AWREADY,
    output AWADDR,
    output AWPROT,
    output WVALID,
    input  WREADY,
    output WDATA,
    output WSTRB,
    input  BVALID,
    output BREADY,
    output ARVALID,
    input  ARREADY,
    output ARADDR,
    output ARPROT,
    input  RVALID,
    output RREADY,
    input  RDATA
  );
  modport slave (
    input  ACLK,
    input  ARESETn,
    input  AWVALID,
    output AWREADY,
    input  AWADDR,
    input  AWPROT,
    input  WVALID,
    output WREADY,
    input  WDATA,
    input  WSTRB,
    output BVALID,
    input  BREADY,
    input  ARVALID,
    output ARREADY,
    input  ARADDR,
    input  ARPROT,
    output RVALID,
    input  RREADY,
    output RDATA
  );
endinterface
interface cg_memory_interface #(
  parameter DATA_WIDTH = 32,
  parameter ADDR_WIDTH = 32
)();
  logic                   raddr_valid;
  logic                   raddr_ready;
  logic [ADDR_WIDTH-1:0]  raddr;
  logic                   rdata_valid;
  logic                   rdata_ready;
  logic [DATA_WIDTH-1:0]  rdata;
  logic                   wdata_valid;
  logic                   wdata_ready;
  logic                   wen;
  logic [ADDR_WIDTH-1:0]  waddr;
  logic [DATA_WIDTH-1:0]  wdata;
  modport to_memory(
    output raddr_valid,
    input  raddr_ready,
    output raddr,
    input  rdata_valid,
    output rdata_ready,
    input  rdata,
    output wdata_valid,
    input  wdata_ready,
    output wen,
    output waddr,
    output wdata
  );
  modport to_memory_ro(
    output raddr_valid,
    input  raddr_ready,
    output raddr,
    input  rdata_valid,
    output rdata_ready,
    input  rdata
  );
  modport from_memory_ro(
    input  raddr_valid,
    output raddr_ready,
    input  raddr,
    output rdata_valid,
    input  rdata_ready,
    output rdata
  );
  modport from_memory(
    input  raddr_valid,
    output raddr_ready,
    input  raddr,
    output rdata_valid,
    input  rdata_ready,
    output rdata,
    input  wdata_valid,
    output wdata_ready,
    input  wen,
    input  waddr,
    input  wdata
  );
endinterface
package cg_rvarch_instr_field_pkg;
  parameter INSTR_WIDTH = 32;
  parameter OPCODE_LOAD     = 7'b00_000_11;
  parameter OPCODE_LOAD_FP  = 7'b00_001_11;
  parameter OPCODE_CUSTOM_0 = 7'b00_010_11;
  parameter OPCODE_MISC_MEM = 7'b00_011_11;
  parameter OPCODE_OP_IMM   = 7'b00_100_11;
  parameter OPCODE_AUIPC    = 7'b00_101_11;
  parameter OPCODE_OP_IMM_32= 7'b00_110_11;
  parameter OPCODE_STORE    = 7'b01_000_11;
  parameter OPCODE_STORE_FP = 7'b01_001_11;
  parameter OPCODE_CUSTOM_1 = 7'b01_010_11;
  parameter OPCODE_AMO_FP   = 7'b01_011_11;
  parameter OPCODE_OP       = 7'b01_100_11;
  parameter OPCODE_LUI      = 7'b01_101_11;
  parameter OPCODE_OP_32    = 7'b01_110_11;
  parameter OPCODE_MADD     = 7'b10_000_11;
  parameter OPCODE_MSUB     = 7'b10_001_11;
  parameter OPCODE_NMSUB    = 7'b10_010_11;
  parameter OPCODE_NMADD    = 7'b10_011_11;
  parameter OPCODE_OP_FP    = 7'b10_100_11;
  parameter OPCODE_OP_V     = 7'b10_101_11;
  parameter OPCODE_CUSTOM_2 = 7'b10_110_11;
  parameter OPCODE_BRANCH   = 7'b11_000_11;
  parameter OPCODE_JALR     = 7'b11_001_11;
  parameter OPCODE_RESERVED = 7'b11_010_11;
  parameter OPCODE_JAL      = 7'b11_011_11;
  parameter OPCODE_SYSTEM   = 7'b11_100_11;
  parameter OPCODE_OP_VE    = 7'b11_101_11;
  parameter OPCODE_CUSTOM_3 = 7'b11_110_11;
  parameter FUNCT3_ADD_SUB  = 3'b000;
  parameter FUNCT3_SLL      = 3'b001;
  parameter FUNCT3_SLT      = 3'b010;
  parameter FUNCT3_SLTU     = 3'b011;
  parameter FUNCT3_XOR      = 3'b100;
  parameter FUNCT3_SRL_SRA  = 3'b101;
  parameter FUNCT3_OR       = 3'b110;
  parameter FUNCT3_AND      = 3'b111;
  function automatic [6:0] opcode (input [INSTR_WIDTH-1:0] i_instr);
    opcode = i_instr[6:0];
  endfunction
  function automatic [4:0] rd (input [INSTR_WIDTH-1:0] i_instr);
    rd = i_instr[11:7];
  endfunction
  function automatic [2:0] funct3 (input [INSTR_WIDTH-1:0] i_instr);
    funct3 = i_instr[14:12];
  endfunction
  function automatic [4:0] rs1 (input [INSTR_WIDTH-1:0] i_instr);
    rs1 = i_instr[19:15];
  endfunction
  function automatic [4:0] rs2 (input [INSTR_WIDTH-1:0] i_instr);
    rs2 = i_instr[24:20];
  endfunction
  function automatic [6:0] funct7 (input [INSTR_WIDTH-1:0] i_instr);
    funct7 = i_instr[31:25];
  endfunction
  function automatic [31:0] i_imm (input [INSTR_WIDTH-1:0] i_instr);
    i_imm = 32'(signed'({i_instr[31], i_instr[30:25], i_instr[24:21], i_instr[20]}));
  endfunction
  function automatic [31:0] s_imm (input [INSTR_WIDTH-1:0] i_instr);
    s_imm = 32'(signed'({i_instr[31], i_instr[30:25], i_instr[11:8], i_instr[7]}));
  endfunction
  function automatic [31:0] b_imm (input [INSTR_WIDTH-1:0] i_instr);
    b_imm = 32'(signed'({i_instr[31], i_instr[7], i_instr[30:25], i_instr[11:8], 1'b0}));
  endfunction
  function automatic [31:0] u_imm (input [INSTR_WIDTH-1:0] i_instr);
    u_imm = 32'(signed'({i_instr[31], i_instr[30:20], i_instr[19:12], 11'b000_0000_0000}));
  endfunction
  function automatic [31:0] j_imm (input [INSTR_WIDTH-1:0] i_instr);
    j_imm = 32'(signed'({i_instr[31], i_instr[19:12], i_instr[20], i_instr[30:25], i_instr[24:21], 1'b0}));
  endfunction
  function automatic [63:0] signextend_32to64 (input [31:0] i_32);
    signextend_32to64 = 64'(signed'(i_32));
  endfunction
  function automatic [63:0] zeroextend_32to64 (input [31:0] i_32);
    zeroextend_32to64 = 64'(unsigned'(i_32));
  endfunction
  function automatic is_rd_opcode (input [INSTR_WIDTH-1:0] i_instr);
    case(opcode(i_instr))
      OPCODE_LOAD   : is_rd_opcode  = 1'b1;
      OPCODE_OP_IMM : is_rd_opcode  = 1'b1;
      OPCODE_AUIPC  : is_rd_opcode  = 1'b1;
      OPCODE_OP     : is_rd_opcode  = 1'b1;
      OPCODE_LUI    : is_rd_opcode  = 1'b1;
      OPCODE_JAL    : is_rd_opcode  = 1'b1;
      OPCODE_JALR   : is_rd_opcode  = 1'b1;
      default       : is_rd_opcode  = 1'b0;
    endcase
  endfunction
  function automatic is_branch_opcode (input [INSTR_WIDTH-1:0] i_instr);
    case(opcode(i_instr))
      OPCODE_BRANCH : is_branch_opcode  = 1'b1;
      default       : is_branch_opcode  = 1'b0;
    endcase
  endfunction
  function automatic is_imm_opcode(input [INSTR_WIDTH-1:0] i_instr);
    case(opcode(i_instr))
      OPCODE_LUI    : is_imm_opcode = 1'b1;
      OPCODE_AUIPC  : is_imm_opcode = 1'b1;
      OPCODE_JAL    : is_imm_opcode = 1'b1;
      OPCODE_JALR   : is_imm_opcode = 1'b1;
      OPCODE_BRANCH : is_imm_opcode = 1'b1;
      OPCODE_LOAD   : is_imm_opcode = 1'b1;
      OPCODE_STORE  : is_imm_opcode = 1'b1;
      OPCODE_OP_IMM : is_imm_opcode = 1'b1;
      default       : is_imm_opcode = 1'b0;
    endcase
  endfunction
  function automatic is_load_opcode(input [INSTR_WIDTH-1:0] i_instr);
    case(opcode(i_instr))
      OPCODE_LOAD   : is_load_opcode = 1'b1;
      default       : is_load_opcode = 1'b0;
    endcase
  endfunction
  function automatic is_store_opcode(input [INSTR_WIDTH-1:0] i_instr);
    case(opcode(i_instr))
      OPCODE_STORE  : is_store_opcode = 1'b1;
      default       : is_store_opcode = 1'b0;
    endcase
  endfunction
  function automatic is_jump_opcode(input [INSTR_WIDTH-1:0] i_instr);
    case(opcode(i_instr))
      OPCODE_JALR   : is_jump_opcode  = 1'b1;
      OPCODE_JAL    : is_jump_opcode  = 1'b1;
      default       : is_jump_opcode  = 1'b0;
    endcase
  endfunction
  function automatic [31:0] get_imm (input [INSTR_WIDTH-1:0] i_instr);
    case(opcode(i_instr))
      OPCODE_LUI    : get_imm = u_imm(i_instr);
      OPCODE_AUIPC  : get_imm = u_imm(i_instr);
      OPCODE_JAL    : get_imm = j_imm(i_instr);
      OPCODE_JALR   : get_imm = i_imm(i_instr);
      OPCODE_BRANCH : get_imm = b_imm(i_instr);
      OPCODE_LOAD   : get_imm = i_imm(i_instr);
      OPCODE_STORE  : get_imm = s_imm(i_instr);
      OPCODE_OP_IMM : get_imm = i_imm(i_instr);
      default       : get_imm = '0;
    endcase
  endfunction
endpackage
`default_nettype none
module cg_priority_encoder #(
  parameter  BITS_WIDTH   = 16,
  localparam INDEX_WIDTH  = $clog2(BITS_WIDTH)
)(
  input  logic [BITS_WIDTH-1:0]   i_bits,
  output logic [INDEX_WIDTH-1:0]  o_index,
  output logic                    o_en
);
  always_comb begin
    o_index = '0;
    o_en    = '0;
    for(int i = 0; BITS_WIDTH > i; i = i + 1) begin
      if (i_bits[i]) begin
        o_index = i[INDEX_WIDTH-1:0];
      end
    end
    o_en = |i_bits;
  end
endmodule
`default_nettype wire
`default_nettype none
module cg_tlb_fullyassociative #(
  parameter VADDR_WIDTH   = 39,
  parameter PADDR_WIDTH   = 56,
  parameter TAG_WIDTH     = 27,
  parameter PPN_WIDTH     = 44,
  parameter OFFSET_WIDTH  = 12,
  parameter ASID_WIDTH    = 16,
  parameter ATTR_WIDTH    = 11,
  parameter ENTRY_NUM     = 16
)(
  input  logic i_clk,
  input  logic i_rstn,
  input  logic                    i_vaddr_valid,
  input  logic [VADDR_WIDTH-1:0]  i_vaddr,
  input  logic [ASID_WIDTH-1:0]   i_asid,
  output logic                    o_paddr_valid,
  output logic [PADDR_WIDTH-1:0]  o_paddr,
  output logic [ATTR_WIDTH-1:0]   o_pte_attr,
  output logic                    o_tlb_miss,
  output logic [VADDR_WIDTH-1:0]  o_tlb_miss_vaddr,
  input  logic                    i_ptw_valid,
  input  logic [PADDR_WIDTH-1:0]  i_ptw_paddr,
  input  logic [ATTR_WIDTH-1:0]   i_ptw_pte_attr
);
  logic [ENTRY_NUM-1:0]   r_valid_array;
  logic [TAG_WIDTH-1:0]   r_tag_array   [ENTRY_NUM-1:0];
  logic [ASID_WIDTH-1:0]  r_asid_array  [ENTRY_NUM-1:0];
  logic [PPN_WIDTH-1:0]   r_ppn_array   [ENTRY_NUM-1:0];
  logic [ATTR_WIDTH-1:0]  r_pte_attr_array   [ENTRY_NUM-1:0];
  logic [TAG_WIDTH-1:0]     w_vaddr_tag;
  logic [OFFSET_WIDTH-1:0]  w_vaddr_offset;
  logic [ENTRY_NUM-1:0]         w_hit;
  logic                         w_hit_index_en;
  logic [$clog2(ENTRY_NUM)-1:0] w_hit_index;
  logic                         w_invalid_index_en;
  logic [$clog2(ENTRY_NUM)-1:0] w_invalid_index;
  logic [ENTRY_NUM-1:0]         w_mru;
  logic [ENTRY_NUM-1:0]         r_mru;
  logic                         w_lru_index_en;
  logic [$clog2(ENTRY_NUM)-1:0] w_lru_index;
  always_comb begin
    w_vaddr_tag     = i_vaddr[VADDR_WIDTH-1:VADDR_WIDTH-TAG_WIDTH];
    w_vaddr_offset  = i_vaddr[OFFSET_WIDTH-1:0];
  end
  generate 
  for(genvar i = 0; i < ENTRY_NUM; i = i + 1) begin : FULLY_ASSOCIATIVE
    always_comb begin
      w_hit[i] = 1'b0;
      if (i_vaddr_valid) begin
        if (r_valid_array[i]) begin
          if (r_asid_array[i] == i_asid) begin
            if (r_tag_array[i] == w_vaddr_tag) begin
              w_hit[i] = 1'b1;
            end else begin
              w_hit[i] = 1'b0;
            end
          end
        end
      end
    end
  end 
  endgenerate
  cg_priority_encoder #(
    .BITS_WIDTH (ENTRY_NUM  )
  ) gen_hit_index (
    .i_bits (w_hit          ),
    .o_index(w_hit_index    ),
    .o_en   (w_hit_index_en )
  );
  cg_priority_encoder #(
    .BITS_WIDTH (ENTRY_NUM  )
  ) gen_invalid_index (
    .i_bits (~r_valid_array     ),
    .o_index(w_invalid_index    ),
    .o_en   (w_invalid_index_en )
  );
  always_comb begin
    if(&(r_mru | w_hit)) begin
      w_mru = w_hit;
    end else begin
      w_mru = r_mru | w_hit;
    end
  end
  cg_priority_encoder #(
    .BITS_WIDTH (ENTRY_NUM  )
  ) gen_lru_index (
    .i_bits (~r_mru         ),
    .o_index(w_lru_index    ),
    .o_en   (w_lru_index_en )
  );
  always_ff @(posedge i_clk, negedge i_rstn) begin
    if (!i_rstn) begin
      r_valid_array <= '0;
    end else if (o_tlb_miss) begin
      if (i_ptw_valid) begin
        if (w_invalid_index_en) begin
          r_valid_array[w_invalid_index]  <= 1'b1;
        end else if (w_lru_index_en) begin
          r_valid_array[w_lru_index]  <= 1'b1;
        end
      end
    end
  end
  always_ff @(posedge i_clk) begin
    o_paddr           <= {r_ppn_array[w_hit_index], w_vaddr_offset};
    o_paddr_valid     <= w_hit_index_en;
    o_tlb_miss        <= ~w_hit_index_en & i_vaddr_valid;
    o_tlb_miss_vaddr  <= i_vaddr;
    r_mru             <= w_mru;
    if (o_tlb_miss) begin
      if (i_ptw_valid) begin
        if (w_invalid_index_en) begin
          r_tag_array[w_invalid_index]    <= w_vaddr_tag;
          r_asid_array[w_invalid_index]   <= i_asid;
          r_ppn_array[w_invalid_index]    <= i_ptw_paddr[PADDR_WIDTH-1:PADDR_WIDTH-PPN_WIDTH];
          r_pte_attr_array[w_invalid_index] <= i_ptw_pte_attr;
        end else if (w_lru_index_en) begin
          r_tag_array[w_lru_index]        <= w_vaddr_tag;
          r_asid_array[w_lru_index]       <= i_asid;
          r_ppn_array[w_lru_index]        <= i_ptw_paddr[PADDR_WIDTH-1:PADDR_WIDTH-PPN_WIDTH];
          r_pte_attr_array[w_lru_index]   <= i_ptw_pte_attr;
        end
      end
    end
  end
endmodule
`default_nettype wire
[design/flow/run.sh]
#!/bin/bash
# OpenROAD 26Q1-2900-gdf79404cd8, Yosys 0.63+post, stock flow scripts
make -C /OpenROAD-flow-scripts/flow DESIGN_CONFIG=/design/flow/config.mk WORK_HOME=/design/flow/orfs finish
==> Changelog: implementation <==
### Implementation results

* Mapped Cells at 4158
* Site Rows at 145
* Min Tclk post-route at about 13 ns
* Async set-reset flop share out of synthesis at 1.06%
* Largest net degree at the start of global routing at 122
* Finished Layout Cells at around 6700
* Setup Fix Bufs, Post-CTS at 0
* Skew final at 0.0507 ns
* CTS buffer count at 162
* Max FO, Critical Path at 119
* Count of final hold-check violations at 0
* Die area at around 160000 sq um
* Post-layout period usage at a little over a third
* Initial antenna violation count at 5
* HPWL Detailed at 101000 um
* Placed insts at approximately 6400
* Starting Density at 40.3%
* Max Fclk at 0.0770 GHz
* Post-synthesis cell type count at 82
* Core area at 156000 sq um
* DRT Pass-1 Iters at 7
* Number of remaining DRC errors at 0
* Tool warnings at 55
* CP Data Arrival Time at 13.70 ns
* Status: finished clean
* RSZ-0062 raised after global routing: no
* DR iter-0 viols at 2423
* Die Ht at 399 um
* Post-Syn Area per Cell at 15.1 sq um
* Vias/cell at 5.43
* Total grt overflow at 0
* # resized after CTS at 0
* Yosys cell count at 4158
* Final WL at 171000 um
* Antenna-violating nets left at 0
* Number of buffers added on ports at 199
* Worst min-delay path class: reg2reg
* Post-synth EDFFs at 1392
* Final setup viols at 0
* Max cap viols at 0
* Crit path capture type: flop
* Worst slew margin at 32.7%
* Mapped cell area at 62900 sq um
* WL/cell at approximately 26 um
* Via Count at 36120
* Cell area leaders: edfxtp_1 (66%), xor2_1 (8.1%), mux2i_1 (3.9%)
* Global-route wire length before repair at about 250000 um
* CTS tree: done
* Pwr dens at 57.0 nW/um^2
* Layout cells sized above 1 at between 10% and 20%
* Crit Path Category: in2reg
* Die x size at 399 um
* Latency at later pin at 0.82 ns
* Seq cells post-synth at 1509
* Leading register cell type out of synthesis: edfxtp_1
* I/O pin total at 234
* Startpoint types: input pin
* CTS Sinks at 1509
* Share of the synthesized area in the top cell type at about two thirds
* Max-slew violation count at 0
* Chip Area, Yosys at 62900 sq um
* Required @ worst endpoint at 36.21 ns
* Worst setup margin at 22.51 ns
* H-tree level count at 4
* Seq share, synth at 70.3%
* Pleak at 24.2 nW
* # hold bufs at CTS at 0
* Worst-path clk slew at around 0.06 ns
* Synth warn at 13
* Max Root-Sink Buffers at 3
* Area Growth Syn to Fin at 14.8%
* Vias in the first global route at 36728
* Pin slew with the least headroom to its limit at 0.995 ns
* Setup TNS at 0 ns
* Pre-CTS setup slack at about 22 ns
* Yosys top cell by area: edfxtp_1
* Root buf cell: clkbuf_16
* Routability cong. at 0.952
* VDD IR-drop max at about 0.000053 V
* Total GRT Usage at 23.4%
-- layout make-up --
cell class	instances	area [sq um]
antenna	1	2.50
clock buffer	226	4360
clock inverter	76	817
fill	13180	84000
inverter	35	131
multi-input combinational	2400	17100
sequential	1509	44200
tap	2058	2570
timing repair buffer	348	2970
-- critical path, cell delays in order --
cell and delay [ns]:
buf_2 0.45, buf_4 0.50, xnor2_1 0.19, nand4_1 0.12, or4_1 0.60, nor4_2 0.48, o211ai_1 0.33, a311oi_4 0.39
buf_12 0.49, or2_4 0.62, buf_4 0.64, buf_4 0.70, mux2i_1 0.19, a221oi_1 0.44, o21ai_1 0.13, o21ai_1 0.15
-- metrics by stage --
stage               power (mW)  util (%)  hold WS (ns)  instance area [sq um]
floorplan                 2.37         -         0.445                  62900
global placement          2.51      42.9         0.461                  67000
detailed placement        2.52      42.9         0.463                  67000
CTS                       4.15      46.2         0.477                  72200
global route              4.26      46.2         0.487                  72200
finish                    4.12      46.2         0.479                  72200
-- sequential cells by signal, summed over array words and instances (netlist names) --
signal / cells
o_paddr: 44
o_paddr_valid: 1
o_tlb_miss: 1
o_tlb_miss_vaddr: 39
r_asid_array: 256
r_mru: 16
r_ppn_array: 704
r_tag_array: 432
r_valid_array: 16
-- cells by family after synthesis --
group,share of synthesized area (%)
compound gates,4.91
xor+xnor,9.22
fa+ha+maj,0.0597
buf+inv,2.72
flops,70.3
mux,4.46
other cells,0.00596
simple gates,8.31
-- metal layers --
metal  wire [um]  global-route usage (%)
met2       78000                    33.8
met5          80                   0.424
met4        4710                    5.17
met1       66800                    33.2
met3       21200                    12.8
-- worst paths after layout --
kind,start,endpoint,slack (ns),depth (start not counted)
setup reg to reg,r_tag_array[2][11],o_paddr[22],29.33,14
hold / removal,r_mru[0],r_mru[0],0.48,1
setup / recovery,i_asid[11],o_paddr[22],22.51,16
min in group asynchronous,i_rstn,r_valid_array[0],6.70,2
hold reg to reg,r_mru[0],r_mru[0],0.48,1
max in group asynchronous,i_rstn,r_valid_array[1],28.53,2
-- cells in the mapped netlist, types with 58 or more instances --
master / number
mux2i_1: 246
nor2_1: 63
nor4_1: 270
edfxtp_1: 1392
o21ai_0: 149
o21ai_1: 59
a21oi_1: 72
buf_4: 64
xnor2_1: 81
xor2_1: 581
nand4_1: 92
nand3_1: 100
nor2b_1: 58
o21a_1: 58
nand2_1: 240
dfxtp_1: 101
-- power by group --
| group | total, mW | leakage (nW) | internal (mW) | switching (mW) |
|---|---|---|---|---|
| logic | 0.375 | 8.17 | 0.103 | 0.271 |
| registers | 2.11 | 13.6 | 2.07 | 0.0336 |
| clock network | 1.64 | 2.50 | 0.923 | 0.713 |
| total | 4.12 | 24.2 | 3.10 | 1.02 |
-- cell usage in the layout, fill, tap and decap left out, drive strengths merged, types with 44 or more instances in the layout --
cell type / count
clkbuf: 226
mux2i: 246
nor3: 55
xnor2: 81
nand2: 240
xor2: 581
dfxtp: 101
nor2: 66
nor2b: 59
clkdlybuf4s50: 156
clkinv: 58
nor4: 275
nand4: 92
o21ai: 208
edfxtp: 1392
inv: 44
buf: 192
nand3: 100
a21oi: 73
o21a: 58
Power figures rest on the tool's default switching activity, not on a simulated workload.
