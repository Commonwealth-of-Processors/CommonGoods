==> flow/config.mk <==
export PLATFORM = sky130hd
export DESIGN_NAME = cg_counter
export DESIGN_NICKNAME = cg_counter
export VERILOG_FILES = /design/flow/design.v
export SDC_FILE = /design/flow/constraint.sdc
export NUM_CORES = 4
export LEC_CHECK = 1
export CORE_UTILIZATION = 30
==> flow/constraint.sdc <==
current_design cg_counter

set clk_period 4.1
set clk_io_pct 0.2

create_clock -name clk0 -period $clk_period [get_ports {i_clk}]

set non_clock_inputs [all_inputs -no_clocks]
set_input_delay [expr $clk_period * $clk_io_pct] -clock clk0 $non_clock_inputs
set_output_delay [expr $clk_period * $clk_io_pct] -clock clk0 [all_outputs]
==> flow/design.v <==
interface cg_axi5lite_interface #(
  parameter DATA_WIDTH  = 32,
  parameter ADDR_WIDTH  = 32
);
  logic ACLK;
  logic ARESETn;
  logic AWVALID;
  logic AWREADY;
  logic [ADDR_WIDTH-1:0]  AWADDR;
  logic [2:0]             AWPROT;
  logic WVALID;
  logic WREADY;
  logic [DATA_WIDTH-1:0]      WDATA;
  logic [(DATA_WIDTH/8)-1:0]  WSTRB;
  logic BVALID;
  logic BREADY;
  logic ARVALID;
  logic ARREADY;
  logic [ADDR_WIDTH-1:0]  ARADDR;
  logic [2:0]             ARPROT;
  logic RVALID;
  logic RREADY;
  logic [DATA_WIDTH-1:0]  RDATA;
  modport master (
    input  ACLK,
    input  ARESETn,
    output AWVALID,
    input  AWREADY,
    output AWADDR,
    output AWPROT,
    output WVALID,
    input  WREADY,
    output WDATA,
    output WSTRB,
    input  BVALID,
    output BREADY,
    output ARVALID,
    input  ARREADY,
    output ARADDR,
    output ARPROT,
    input  RVALID,
    output RREADY,
    input  RDATA
  );
  modport slave (
    input  ACLK,
    input  ARESETn,
    input  AWVALID,
    output AWREADY,
    input  AWADDR,
    input  AWPROT,
    input  WVALID,
    output WREADY,
    input  WDATA,
    input  WSTRB,
    output BVALID,
    input  BREADY,
    input  ARVALID,
    output ARREADY,
    input  ARADDR,
    input  ARPROT,
    output RVALID,
    input  RREADY,
    output RDATA
  );
endinterface
interface cg_memory_interface #(
  parameter DATA_WIDTH = 32,
  parameter ADDR_WIDTH = 32
)();
  logic                   raddr_valid;
  logic                   raddr_ready;
  logic [ADDR_WIDTH-1:0]  raddr;
  logic                   rdata_valid;
  logic                   rdata_ready;
  logic [DATA_WIDTH-1:0]  rdata;
  logic                   wdata_valid;
  logic                   wdata_ready;
  logic                   wen;
  logic [ADDR_WIDTH-1:0]  waddr;
  logic [DATA_WIDTH-1:0]  wdata;
  modport to_memory(
    output raddr_valid,
    input  raddr_ready,
    output raddr,
    input  rdata_valid,
    output rdata_ready,
    input  rdata,
    output wdata_valid,
    input  wdata_ready,
    output wen,
    output waddr,
    output wdata
  );
  modport to_memory_ro(
    output raddr_valid,
    input  raddr_ready,
    output raddr,
    input  rdata_valid,
    output rdata_ready,
    input  rdata
  );
  modport from_memory_ro(
    input  raddr_valid,
    output raddr_ready,
    input  raddr,
    output rdata_valid,
    input  rdata_ready,
    output rdata
  );
  modport from_memory(
    input  raddr_valid,
    output raddr_ready,
    input  raddr,
    output rdata_valid,
    input  rdata_ready,
    output rdata,
    input  wdata_valid,
    output wdata_ready,
    input  wen,
    input  waddr,
    input  wdata
  );
endinterface
package cg_rvarch_instr_field_pkg;
  parameter INSTR_WIDTH = 32;
  parameter OPCODE_LOAD     = 7'b00_000_11;
  parameter OPCODE_LOAD_FP  = 7'b00_001_11;
  parameter OPCODE_CUSTOM_0 = 7'b00_010_11;
  parameter OPCODE_MISC_MEM = 7'b00_011_11;
  parameter OPCODE_OP_IMM   = 7'b00_100_11;
  parameter OPCODE_AUIPC    = 7'b00_101_11;
  parameter OPCODE_OP_IMM_32= 7'b00_110_11;
  parameter OPCODE_STORE    = 7'b01_000_11;
  parameter OPCODE_STORE_FP = 7'b01_001_11;
  parameter OPCODE_CUSTOM_1 = 7'b01_010_11;
  parameter OPCODE_AMO_FP   = 7'b01_011_11;
  parameter OPCODE_OP       = 7'b01_100_11;
  parameter OPCODE_LUI      = 7'b01_101_11;
  parameter OPCODE_OP_32    = 7'b01_110_11;
  parameter OPCODE_MADD     = 7'b10_000_11;
  parameter OPCODE_MSUB     = 7'b10_001_11;
  parameter OPCODE_NMSUB    = 7'b10_010_11;
  parameter OPCODE_NMADD    = 7'b10_011_11;
  parameter OPCODE_OP_FP    = 7'b10_100_11;
  parameter OPCODE_OP_V     = 7'b10_101_11;
  parameter OPCODE_CUSTOM_2 = 7'b10_110_11;
  parameter OPCODE_BRANCH   = 7'b11_000_11;
  parameter OPCODE_JALR     = 7'b11_001_11;
  parameter OPCODE_RESERVED = 7'b11_010_11;
  parameter OPCODE_JAL      = 7'b11_011_11;
  parameter OPCODE_SYSTEM   = 7'b11_100_11;
  parameter OPCODE_OP_VE    = 7'b11_101_11;
  parameter OPCODE_CUSTOM_3 = 7'b11_110_11;
  parameter FUNCT3_ADD_SUB  = 3'b000;
  parameter FUNCT3_SLL      = 3'b001;
  parameter FUNCT3_SLT      = 3'b010;
  parameter FUNCT3_SLTU     = 3'b011;
  parameter FUNCT3_XOR      = 3'b100;
  parameter FUNCT3_SRL_SRA  = 3'b101;
  parameter FUNCT3_OR       = 3'b110;
  parameter FUNCT3_AND      = 3'b111;
  function automatic [6:0] opcode (input [INSTR_WIDTH-1:0] i_instr);
    opcode = i_instr[6:0];
  endfunction
  function automatic [4:0] rd (input [INSTR_WIDTH-1:0] i_instr);
    rd = i_instr[11:7];
  endfunction
  function automatic [2:0] funct3 (input [INSTR_WIDTH-1:0] i_instr);
    funct3 = i_instr[14:12];
  endfunction
  function automatic [4:0] rs1 (input [INSTR_WIDTH-1:0] i_instr);
    rs1 = i_instr[19:15];
  endfunction
  function automatic [4:0] rs2 (input [INSTR_WIDTH-1:0] i_instr);
    rs2 = i_instr[24:20];
  endfunction
  function automatic [6:0] funct7 (input [INSTR_WIDTH-1:0] i_instr);
    funct7 = i_instr[31:25];
  endfunction
  function automatic [31:0] i_imm (input [INSTR_WIDTH-1:0] i_instr);
    i_imm = 32'(signed'({i_instr[31], i_instr[30:25], i_instr[24:21], i_instr[20]}));
  endfunction
  function automatic [31:0] s_imm (input [INSTR_WIDTH-1:0] i_instr);
    s_imm = 32'(signed'({i_instr[31], i_instr[30:25], i_instr[11:8], i_instr[7]}));
  endfunction
  function automatic [31:0] b_imm (input [INSTR_WIDTH-1:0] i_instr);
    b_imm = 32'(signed'({i_instr[31], i_instr[7], i_instr[30:25], i_instr[11:8], 1'b0}));
  endfunction
  function automatic [31:0] u_imm (input [INSTR_WIDTH-1:0] i_instr);
    u_imm = 32'(signed'({i_instr[31], i_instr[30:20], i_instr[19:12], 11'b000_0000_0000}));
  endfunction
  function automatic [31:0] j_imm (input [INSTR_WIDTH-1:0] i_instr);
    j_imm = 32'(signed'({i_instr[31], i_instr[19:12], i_instr[20], i_instr[30:25], i_instr[24:21], 1'b0}));
  endfunction
  function automatic [63:0] signextend_32to64 (input [31:0] i_32);
    signextend_32to64 = 64'(signed'(i_32));
  endfunction
  function automatic [63:0] zeroextend_32to64 (input [31:0] i_32);
    zeroextend_32to64 = 64'(unsigned'(i_32));
  endfunction
  function automatic is_rd_opcode (input [INSTR_WIDTH-1:0] i_instr);
    case(opcode(i_instr))
      OPCODE_LOAD   : is_rd_opcode  = 1'b1;
      OPCODE_OP_IMM : is_rd_opcode  = 1'b1;
      OPCODE_AUIPC  : is_rd_opcode  = 1'b1;
      OPCODE_OP     : is_rd_opcode  = 1'b1;
      OPCODE_LUI    : is_rd_opcode  = 1'b1;
      OPCODE_JAL    : is_rd_opcode  = 1'b1;
      OPCODE_JALR   : is_rd_opcode  = 1'b1;
      default       : is_rd_opcode  = 1'b0;
    endcase
  endfunction
  function automatic is_branch_opcode (input [INSTR_WIDTH-1:0] i_instr);
    case(opcode(i_instr))
      OPCODE_BRANCH : is_branch_opcode  = 1'b1;
      default       : is_branch_opcode  = 1'b0;
    endcase
  endfunction
  function automatic is_imm_opcode(input [INSTR_WIDTH-1:0] i_instr);
    case(opcode(i_instr))
      OPCODE_LUI    : is_imm_opcode = 1'b1;
      OPCODE_AUIPC  : is_imm_opcode = 1'b1;
      OPCODE_JAL    : is_imm_opcode = 1'b1;
      OPCODE_JALR   : is_imm_opcode = 1'b1;
      OPCODE_BRANCH : is_imm_opcode = 1'b1;
      OPCODE_LOAD   : is_imm_opcode = 1'b1;
      OPCODE_STORE  : is_imm_opcode = 1'b1;
      OPCODE_OP_IMM : is_imm_opcode = 1'b1;
      default       : is_imm_opcode = 1'b0;
    endcase
  endfunction
  function automatic is_load_opcode(input [INSTR_WIDTH-1:0] i_instr);
    case(opcode(i_instr))
      OPCODE_LOAD   : is_load_opcode = 1'b1;
      default       : is_load_opcode = 1'b0;
    endcase
  endfunction
  function automatic is_store_opcode(input [INSTR_WIDTH-1:0] i_instr);
    case(opcode(i_instr))
      OPCODE_STORE  : is_store_opcode = 1'b1;
      default       : is_store_opcode = 1'b0;
    endcase
  endfunction
  function automatic is_jump_opcode(input [INSTR_WIDTH-1:0] i_instr);
    case(opcode(i_instr))
      OPCODE_JALR   : is_jump_opcode  = 1'b1;
      OPCODE_JAL    : is_jump_opcode  = 1'b1;
      default       : is_jump_opcode  = 1'b0;
    endcase
  endfunction
  function automatic [31:0] get_imm (input [INSTR_WIDTH-1:0] i_instr);
    case(opcode(i_instr))
      OPCODE_LUI    : get_imm = u_imm(i_instr);
      OPCODE_AUIPC  : get_imm = u_imm(i_instr);
      OPCODE_JAL    : get_imm = j_imm(i_instr);
      OPCODE_JALR   : get_imm = i_imm(i_instr);
      OPCODE_BRANCH : get_imm = b_imm(i_instr);
      OPCODE_LOAD   : get_imm = i_imm(i_instr);
      OPCODE_STORE  : get_imm = s_imm(i_instr);
      OPCODE_OP_IMM : get_imm = i_imm(i_instr);
      default       : get_imm = '0;
    endcase
  endfunction
endpackage
`default_nettype none
module cg_counter #(
  parameter DATA_WIDTH = 32
)(
  input  logic i_clk,
  input  logic i_rstn,
  input  logic i_prst,
  input  logic i_stop,
  input  logic [DATA_WIDTH-1:0] i_default,
  output logic [DATA_WIDTH-1:0] o_count
);
  logic [DATA_WIDTH-1:0]  w_count;
  always_comb begin
    if (i_prst) begin
      w_count = i_default;
    end else if(i_stop) begin
      w_count = o_count;
    end else begin
      w_count = o_count + 1;
    end
  end
  always_ff @(posedge i_clk, negedge i_rstn) begin
    if (!i_rstn) begin
      o_count <= '0;
    end else begin
      o_count <= w_count;
    end
  end
endmodule
`default_nettype wire
==> flow/run.sh <==
#!/bin/bash
# OpenROAD 26Q1-2900-gdf79404cd8, Yosys 0.63+post, stock flow scripts
make -C /OpenROAD-flow-scripts/flow DESIGN_CONFIG=/design/flow/config.mk WORK_HOME=/design/flow/orfs finish
==> flow_metrics.env <==
# source this file to load flow results
export IMPL_outcome="finished, final reports clean"
export IMPL_cts_sinks=32
export IMPL_p_comb_share_pct=20.9
export IMPL_hold_buffers=0
export IMPL_max_slew_margin_pct=66.92
export IMPL_port_buffers=67
export IMPL_drtIter0Drc=96
export IMPL_dp_hpwl_microns=3380
export IMPL_cts_inserted_buffers=5
export IMPL_reg_top3="o_count (32)"
export IMPL_tns_ns=0
export IMPL_drive_gt1_share_pct=6.007
export IMPL_drv_cap=0
export IMPL_die_area_sq_um=6683
export IMPL_min_period_ns=2.814
export IMPL_cp_arrival_ns=3.02
export IMPL_initCoreUtil_pct=31.67
export IMPL_powerDensity_nw_per_um2=298.8
export IMPL_clk_path_buf_depth=2
export IMPL_vdd_ir_drop_max_v=0.0001320
export IMPL_rsz0062_at_grt="no"
export IMPL_grt_first_pass_wirelength_microns=8045
export IMPL_register_area_sq_um=800.8
export IMPL_slowest_stage="or3_1"
export IMPL_fmax_mhz=355.4
export IMPL_grt_pass1_vias=1728
export IMPL_warnings=25
export IMPL_route_met2_wl_microns=2183
export IMPL_crit_fanout=15
export IMPL_wl_met3_microns=318
export IMPL_num_rows=28
export IMPL_die_w_microns=81.75
export IMPL_setup_viol=0
export IMPL_fp_dieH_microns=81.75
export IMPL_top_area_share_pct=41.97
export IMPL_fill_cells=610
export IMPL_ys_cells=217
export IMPL_largest_reg_flops=32
export IMPL_edf_count=0
export IMPL_ys_flop_type="dfrtp_1"
export IMPL_dr_pass1_iters=4
export IMPL_drc=0
export IMPL_mostFrequentLayoutCells="clkdlybuf4s50_1 (67), dfrtp_1 (32), nand2_1 (24), nor2_1 (18), o21ai_0 (18)"
export IMPL_skew_ns=0.004198
export IMPL_hold_path_class="reg -> reg"
export IMPL_yosys_warnings=1
export IMPL_highest_layer="met4"
export IMPL_synth_area_top_cells="dfrtp_1 (42%), or4_1 (5.5%), o31ai_1 (5.1%)"
export IMPL_seq_power_share_pct=48.5
export IMPL_power_leakage_nw=0.9972
export IMPL_root_buffer="clkbuf_8"
export IMPL_gp_congestion=0.8597
export IMPL_top_area_cell="dfrtp_1"
export IMPL_worst_setup_path_type="in -> reg"
export IMPL_largest_register="o_count"
export IMPL_met1Wirelength_microns=2275
export IMPL_fin_crit_sh_pct=68.63
export IMPL_syn_avg_cell_area_sq_um=8.793
export IMPL_worst_slew_pin_slew_ns=0.4917
export IMPL_final_common_cell="clkdlybuf4s50_1"
export IMPL_track_usage_pct=15.80
export IMPL_core_area_sq_um=6026
export IMPL_postRouteWirelength_microns=4815
export IMPL_ys_async_sr_fraction_pct=100.0
export IMPL_critPathTopFamily="simple AND/OR/NAND/NOR gates"
export IMPL_post_drt_wl_per_cell_microns=13.45
export IMPL_slew_violations=0
export IMPL_via_per_inst=5.098
export IMPL_htree_levels=2
export IMPL_crit_buf_inv=1
export IMPL_p_int_w=0.0005951
export IMPL_post_cts_buffers=0
export IMPL_postSynthSeqShare_pct=41.97
export IMPL_logic_area_sq_um=1026
export IMPL_ys_types=32
export IMPL_ys_area_sq_um=1908
export IMPL_clk_pin_slew_worst_paths_ns=0.07
export IMPL_finalHoldViolCount=0
export IMPL_antenna_found_initial=0
export IMPL_worstPathCellList="clkdlybuf4s50_1 > nand4b_1 > or3_1 > or4_1 > a31oi_1"
export IMPL_p_sw_share_pct=27.11
export IMPL_diodes=0
export IMPL_syn_inst=217
export IMPL_p_clk_share_pct=30.6
export IMPL_clock_latency_late_pin_ns=0.28
export IMPL_cts_tree="built"
export IMPL_grt_overflow_total=0
export IMPL_dp_cells=350
export IMPL_num_vias=1825
export IMPL_ys_ff=32
export IMPL_cp_end_kind="flip-flop"
export IMPL_cts_resized=0
export IMPL_cp_required_ns=4.31
export IMPL_startpoint_type="primary input"
export IMPL_final_cells=358
export IMPL_grt_max_degree=37
export IMPL_power_switching_w=0.0002214
export IMPL_cpPeakStageDelay_ns=0.59
export IMPL_syn_cell_area_sq_um=1908
export IMPL_ioPinCount=68
export IMPL_area_growth_syn_to_layout_pct=43.21
export IMPL_whs_ns=0.5718
export IMPL_ant_nets=0
[cell families (layout without fill, tap and decap cells)]
group	count (synthesis)	in the layout	share of synthesized area (%)
flops	32	32	41.97
simple gates	101	101	30.16
fa+ha+maj	1	1	0.6556
buf+inv	19	85	4.262
compound gates	48	48	15.54
xor+xnor	15	15	6.885
mux	1	1	0.5246
[power groups by stage]
stage / Combinational (W) / Clock, W / Sequential (W)
CTS: 0.000174 / 0.000260 / 0.000396
global route: 0.000194 / 0.000270 / 0.000403
finish: 0.000171 / 0.000250 / 0.000396
[through the flow]
step	cell area (sq um)	setup slack, ns	total power [W]	utilization, %
after floorplan	1908	1.846	0.0004516	-
after global placement	2640	1.052	0.0005726	43.81
after detailed placement	2640	0.9875	0.0005736	43.81
after CTS	2733	1.292	0.0008294	45.35
after global routing	2733	1.097	0.0008665	45.35
final	2733	1.286	0.0008164	45.35
[path summary, 6_finish.rpt]
path,startpoint,endpoint,slack [ns],cells past startpoint
setup / recovery,i_stop,o_count[30]$_DFFE_PN0P_,1.29,5
hold / removal,o_count[31]$_DFFE_PN0P_,o_count[31]$_DFFE_PN0P_,0.57,2
setup reg to reg,o_count[3]$_DFFE_PN0P_,o_count[30]$_DFFE_PN0P_,1.67,4
hold reg to reg,o_count[31]$_DFFE_PN0P_,o_count[31]$_DFFE_PN0P_,0.57,2
max in group asynchronous,i_rstn,o_count[16]$_DFFE_PN0P_,2.86,2
min in group asynchronous,i_rstn,o_count[8]$_DFFE_PN0P_,0.94,2
[cell type report]
| type | count | area share [%] |
|---|---|---|
| Inverter | 7 | 0.9615 |
| Clock buffer | 6 | 3.022 |
| Clock inverter | 2 | 0.3663 |
| Timing Repair Buffer | 70 | 25.37 |
| Sequential cell | 32 | 29.30 |
| Multi-Input combinational cell | 166 | 37.55 |
| Tap cell | 75 | 3.434 |
[worst reg2reg max path, cell delays in order (launching register included)]
cell and delay, ns:
dfrtp_1 0.45, nand4_1 0.44, or3_1 0.73, or4_1 0.57
a31oi_1 0.17
[synth_stat cells, types with 2 or more instances]
| master | n |
|---|---|
| xnor2_1 | 11 |
| a31oi_1 | 15 |
| nor3_1 | 5 |
| or2_2 | 3 |
| o31ai_1 | 13 |
| clkbuf_1 | 9 |
| nor2b_1 | 2 |
| inv_1 | 7 |
| buf_2 | 2 |
| nor2_1 | 18 |
| nand4_1 | 8 |
| nor4_1 | 5 |
| nand2_1 | 24 |
| or4_1 | 14 |
| nand3_1 | 10 |
| xor2_1 | 4 |
| dfrtp_1 | 32 |
| or3_1 | 4 |
| o21ai_0 | 18 |
[per-layer routing]
metal  track usage, %  up-vias
li1                 -      940
met3            3.044        5
met4            1.579        0
met1            23.17      825
met5                0        -
met2            25.62       55
Power and IR drop assume default switching activity.
